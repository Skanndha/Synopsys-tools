`/design/flow/config.mk`:
```
export PLATFORM = sky130hd
export DESIGN_NAME = round_robin
export DESIGN_NICKNAME = round_robin
export VERILOG_FILES = /design/flow/design.v
export SDC_FILE = /design/flow/constraint.sdc
export NUM_CORES = 4
export LEC_CHECK = 1
export CORE_AREA = 10 10 70 70
export DIE_AREA = 0 0 80 80
```
`/design/flow/constraint.sdc`:
```
current_design round_robin

set clk_period 1.3
set clk_io_pct 0.2

create_clock -name clk0 -period $clk_period [get_ports {clk}]

set non_clock_inputs [all_inputs -no_clocks]
set_input_delay [expr $clk_period * $clk_io_pct] -clock clk0 $non_clock_inputs
set_output_delay [expr $clk_period * $clk_io_pct] -clock clk0 [all_outputs]
```
`/design/flow/design.v`:
```
module round_robin(
    input clk,
    input rst_n,
    input [3:0] in,
    output reg [3:0] out
);
    reg [2:0] present_state;
    reg [2:0] next_state;
    parameter [2:0] S_ideal = 3'b000;
    parameter [2:0] S_0 = 3'b001;
    parameter [2:0] S_1 = 3'b010;
    parameter [2:0] S_2 = 3'b011;
    parameter [2:0] S_3 = 3'b100;
    always @(posedge clk or negedge rst_n) begin
        if (!rst_n)
            present_state <= S_ideal;
        else
            present_state <= next_state;
    end
    always @(*) begin
        case (present_state)
            S_ideal: begin
                if (in[0])
                    next_state = S_0;
                else if (in[1])
                    next_state = S_1;
                else if (in[2])
                    next_state = S_2;
                else if (in[3])
                    next_state = S_3;
                else
                    next_state = S_ideal;
            end
            S_0: begin
                if (in[1])
                    next_state = S_1;
                else if (in[2])
                    next_state = S_2;
                else if (in[3])
                    next_state = S_3;
                else if (in[0])
                    next_state = S_0;
                else
                    next_state = S_ideal;
            end
            S_1: begin
                if (in[2])
                    next_state = S_2;
                else if (in[3])
                    next_state = S_3;
                else if (in[0])
                    next_state = S_0;
                else if (in[1])
                    next_state = S_1;
                else
                    next_state = S_ideal;
            end
            S_2: begin
                if (in[3])
                    next_state = S_3;
                else if (in[0])
                    next_state = S_0;
                else if (in[1])
                    next_state = S_1;
                else if (in[2])
                    next_state = S_2;
                else
                    next_state = S_ideal;
            end
            S_3: begin
                if (in[0])
                    next_state = S_0;
                else if (in[1])
                    next_state = S_1;
                else if (in[2])
                    next_state = S_2;
                else if (in[3])
                    next_state = S_3;
                else
                    next_state = S_ideal;
            end
            default: begin
                if (in[0])
                    next_state = S_0;
                else if (in[1])
                    next_state = S_1;
                else if (in[2])
                    next_state = S_2;
                else if (in[3])
                    next_state = S_3;
                else
                    next_state = S_ideal;
            end
        endcase
    end
    always @(*) begin
        case (present_state)
            S_0: out = 4'b0001;
            S_1: out = 4'b0010;
            S_2: out = 4'b0100;
            S_3: out = 4'b1000;
            default: out = 4'b0000;
        endcase
    end
endmodule
```
`/design/flow/run.sh`:
```
#!/bin/bash
# OpenROAD 26Q1-2900-gdf79404cd8, Yosys 0.63+post, stock flow scripts
make -C /OpenROAD-flow-scripts/flow DESIGN_CONFIG=/design/flow/config.mk WORK_HOME=/design/flow/orfs finish
```
==> impl_metrics.tcl <==
# place-and-route summary
set metrics [dict create \
    final.fill_count 401 \
    max-cap-violations 0 \
    hold_path.class "in -> async" \
    rsz0062_at_grt "no" \
    boundaryPins 10 \
    first_iter_violations 25 \
    crit_path_max_fanout 3 \
    die_area_sq_um 6400 \
    required_ps 1420 \
    area_growth_pct 81.8 \
    dp_slack_ps -70.9 \
    syn-instance-count 27 \
    drt-total-wl_microns 741 \
    openroad.warnings 25 \
    arrival_ps 1280 \
    syn-cell-area_sq_um 262 \
    regMostFlops "present_state" \
    drc 0 \
    worst-setup-path-type "reg -> reg" \
    ctsHtreeMaxLevel 1 \
    yosys_register_bits 5 \
    rrSetupSlack_ps 140 \
    fp_util_pct 7.66 \
    grt_overflow_total 0 \
    vias_per_cell 2.72 \
    power.density_nw_per_um2 994 \
    fin_ws_ps 141 \
    setup_tns_ps 0 \
    place.gp.congestion 0.792 \
    rows 21 \
    tightest_slew_ps 234 \
    slowest_delay_ps 360 \
    fp.dieH_microns 80 \
    path_clk_slew_ps 40 \
    slowest_stage "dfrtp_1" \
    fp.dieW_microns 80 \
    grt_pass1_wl_microns 1260 \
    ant_nets 0 \
    yosysWarnings 1 \
    grt_max_degree 6 \
    ys_seq_share_pct 48.3 \
    wl_per_cell_microns 8.23 \
    port_buffers 9 \
    largestRegisters "present_state (5)" \
    diodes 0 \
    status "complete, no violations" \
    yosysCellCount 27 \
    drive_gt1_share_pct 36.4 \
    finalSetupViolCount 0 \
    ys_area_sq_um 262 \
    yosysUniqueCellTypes 19 \
    leakage_uw 0.000212 \
    root_buffer "clkbuf_4" \
    max_clock_freq_mhz 863 \
    synth_area_per_cell_sq_um 9.69 \
    coreArea_sq_um 3420 \
    post-route-min-period_ps 1160 \
    cp_cell_sequence "buf_4 > nor2_2 > nand2_1 > a221o_1" \
    dp_hpwl_microns 553 \
    cts.sinks 5 \
    slew_headroom_pct 84.3 \
    clock_latency_ps 240 \
    drt-pass1-iter-count 4 \
    cts_hold_buf 0 \
    largest_reg_flops 5 \
    tritoncts "built" \
    finalClockPeriodUsage_pct 89.1 \
    dr_total_vias 245 \
    finClkSkew_ps 0.558 \
    slew_viol_final 0 \
    grt_pass1_vias 267 \
    ir_drop_uv 205 \
    grt_usage_pct 2.44 \
    clockBufferDepth 2 \
    hold_violations 0 \
    numCtsBuffers 3 \
    antenna_found_initial 0 \
    end_kind "flip-flop" \
    cp-start-kind "flip-flop" \
]
==> what timing repair did <==
item	4_1_cts	5_1_grt
endpoints found under the setup margin	4	0
buffers inserted	5	0
gates resized	4	0
==> cells in the final DEF (no fill, tap or decap), types with 2 or more instances in the layout <==
cell / instances
buf_4: 8
clkdlybuf4s50_1: 5
dlygate4sd2_1: 4
dfrtp_1: 4
clkbuf_4: 3
nand2b_1: 2
nand2_1: 2
==> per-layer routing <==
metal,vias up,GRT usage (%),share of wire [%]
met4,0,0.880,3.1
li1,125,-,-
met1,110,2.95,42
met5,-,0,0
met2,8,3.77,48
met3,2,1.02,6.7
==> kinds of logic (layout without fill, tap and decap cells) <==
kind of cell | Yosys count | after routing | synth area share, %
buf+inv | 5 | 22 | 7.17
simple gates | 11 | 11 | 24.4
compound gates | 6 | 6 | 20.1
flops | 5 | 5 | 48.3
==> power by group <==
part / switching, uW / internal [uW] / total [uW]
Clock: 63.1 / 116 / 179
Combinational: 43.3 / 72.6 / 116
Sequential: 7.49 / 170 / 178
==> cell usage after synthesis (all sizes together) <==
master	count	area (sq um)
a21oi	1	5.00
a221o	1	10.0
a31oi	1	6.26
and2	1	6.26
clkbuf	4	15.0
dfrtp	4	100
dfstp	1	26.3
inv	1	3.75
nand2	2	7.51
nand2b	2	12.5
nor2	2	10.0
nor2b	1	6.26
nor3	1	5.00
nor3b	1	7.51
o211ai	1	12.5
o21a	1	7.51
o311a	1	11.3
or2	1	8.76
==> worst paths after layout <==
| path | cells past startpoint | from | to |
|---|---|---|---|
| max | 4 | present_state[1] | present_state[4] |
| max in group asynchronous | 1 | rst_n | present_state[0] |
| min | 1 | rst_n | present_state[4] |
| min in group clk0 | 2 | present_state[3] | present_state[2] |
| min reg2reg | 2 | present_state[3] | present_state[2] |
| max reg2reg | 4 | present_state[1] | present_state[4] |
==> worst max-delay path, delay by kind of cell, from the launching register on <==
kind,cells,cell delay (ps)
and+or+nand+nor,2,260
buffers and inverters,1,130
DFF,1,360
AOI/OAI and AO/OA,1,290
==> area by class of cell <==
cell class | count | area [sq um] | share of cell area, %
sequential | 5 | 126 | 26.6
inverter | 1 | 3.75 | 0.789
clock buffer | 4 | 26.3 | 5.53
tap | 46 | 57.6 | 12.1
multi-input combinational | 17 | 116 | 24.5
timing repair buffer | 17 | 145 | 30.5
==> through the flow <==
stage	cell area (sq um)	hold WS [ps]	instances	util, %	power, uW
after floorplan	262	-35.6	27	-	222
after global placement	417	490	81	12.2	280
after detailed placement	417	504	81	12.2	281
after CTS	475	245	90	13.9	479
after global routing	475	256	90	13.9	503
final	475	243	90	13.9	473
Power is estimated from default activity; no workload was simulated.
